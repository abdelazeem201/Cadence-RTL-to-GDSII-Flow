<file path="/design/flow/run.sh">
#!/bin/bash
# OpenROAD 26Q1-2900-gdf79404cd8, Yosys 0.63+post, stock flow scripts
make -C /OpenROAD-flow-scripts/flow DESIGN_CONFIG=/design/flow/config.mk WORK_HOME=/design/flow/orfs finish
</file>
<file path="/design/flow/config.mk">
export PLATFORM = sky130hd
export DESIGN_NAME = counter
export DESIGN_NICKNAME = counter
export VERILOG_FILES = /design/flow/design.v
export SDC_FILE = /design/flow/constraint.sdc
export NUM_CORES = 4
export LEC_CHECK = 1
export CORE_AREA = 10 10 70 70
export DIE_AREA = 0 0 80 80
</file>
<file path="/design/flow/constraint.sdc">
current_design counter

set clk_period 1.3
set clk_io_pct 0.2

create_clock -name clk0 -period $clk_period [get_ports {clk}]

set non_clock_inputs [all_inputs -no_clocks]
set_input_delay [expr $clk_period * $clk_io_pct] -clock clk0 $non_clock_inputs
set_output_delay [expr $clk_period * $clk_io_pct] -clock clk0 [all_outputs]
</file>
<file path="/design/flow/design.v">
module counter(
  input wire clk,rst,
  output reg [7:0] count
  );
always@(posedge clk or negedge rst)	 
begin
	if(!rst)
		count=0;
	else
		count=count+1;
end
endmodule
</file>
==> Slide: Implementation Results <==
Physical Implementation Snapshot

Run status
  • Status: finished clean

Run
  • Max Cap Viol: 0
  • Log Warnings: 25

Routing
  • Drt pass-1 iters: 2
  • Drt total wl: between 700 and 800 um
  • # diodes: 0
  • Antenna viol nets, final: 0
  • Initial DRC count: 13
  • Avg WL per Cell: between 8 and 9 um
  • Routed vias: between 200 and 250
  • Vias per std cell: 2.62
  • Residual DRC: 0

Placed design
  • Detailed Place HPWL: 581 um
  • Pre-CTS setup slack: 0.128 ns
  • Cells after DPL: ~80
  • RePlAce Congestion: 0.727
  • Port Buffers: 9

STA
  • Post-layout period usage of the worst path: 0.875
  • Fin. Hold Viols: 0
  • Max Freq: 0.879 GHz
  • RSZ-0062 raised after global routing: no
  • Max-slew violation count: 0
  • Final setup viols: 0
  • Min Clock Period, post-route: 1.14 ns
  • Tightest Pin Transition: 0.363 ns
  • Fin Setup TNS: 0 ns
  • Setup Skew: 0.00375 ns
  • Worst setup margin: roughly 0.16 ns
  • Max_slew headroom: 0.757

CTS
  • H-Tree Level Count: 1
  • Sink count of the clock tree: 8
  • CTS Buf Count: 3
  • Clock Pin Slew Worst Setup and Hold Paths: 0.05 ns
  • CTS Hold Bufs: 0
  • CTS tree: yes
  • Worst-Skew Late Latency: 0.25 ns
  • Root buf cell: clkbuf_4
  • Maximum buffer depth of the clock tree: 2

Cells and area
  • Proportion of layout cells with a drive suffix above 1: 0.311
  • Post-Route Utilization: 0.159
  • Non-filler cells, final: around 91
  • Area grow syn2layout: 71.9%
  • Largest register FFs: 8

Logic synthesis
  • Syn avg cell area: ~13 um2
  • Synthesized cell area: 317 um2
  • Cell count in the Yosys report: 24
  • Post-synth cell types: 11
  • Flops after synth: 8
  • Seq share, synth: 0.632
  • Yosys stat area: 317 um2
  • Synth Instances: 24
  • Yosys warns: 1

Die
  • I/O pins: 10
  • FP Util: 0.0927
  • Cell row count: 21
  • Die Ht: 80 um
  • Chip width: roughly 80 um
  • Chip area: 6400 um2
  • Core footprint: roughly 3400 um2

GRT
  • First-pass GRT wire length: roughly 1300 um
  • Initial antenna violation count: 0
  • Global route total overflow: 0
  • Largest net degree at the start of global routing: 9
  • Vias in the first global route: 269
  • Tot GR Track Use: 0.0272

Setup path
  • Setup crit start kind: flop
  • Largest stage delay on the critical path: 0.38 ns
  • Critical path endpoint category: primary output
  • Worst Path Required: 1.04 ns
  • Kind of critical path: flop to primary output
  • Slowest stage cell, crit path: dfrtp_1
  • CP Data Arrival Time: 0.88 ns
  • Crit-path leading delay family: flip-flops
  • CP max FO: 2
  • CP cell instances: dlygate4sd2_1
  • WP buf/inv: 1

Pwr
  • Switching pwr: 81.8 uW
  • Cell-internal power: 357 uW
  • Clock share of power: 0.415
  • Pwr/cell area: 807 nW/um2
  • Switching share of power: 0.186
  • VDD IR max: between 0.3 and 0.4 mV
  • Sequential Power Share: 0.568
  • Logic pwr share: 0.017
  • Static Leakage: approximately 0.00027 uW

Hold path
  • Hold crit path type: primary input to asynchronous set/reset pin
==> kinds of logic (layout without fill, tap and decap cells) <==
kind of cell,after synthesis,after routing,synth area share
fa+ha+maj,1,1,0.0395
flops,8,8,0.632
xor+xnor,6,6,0.166
buf+inv,1,22,0.0118
simple gates,8,8,0.150
==> cell usage in the layout (no fill, tap or decap) <==
cell	synthesis	routed
and3_1	1	1
buf_4	0	9
clkbuf_4	0	3
clkdlybuf4s50_1	0	1
dfrtp_1	8	8
dlygate4sd2_1	0	8
ha_1	1	1
inv_1	1	1
nand2_1	2	2
nand3_1	2	2
nand3_2	1	1
nor2_1	1	1
nor3_2	1	1
xnor2_1	3	3
xor2_1	3	3
==> synthesized netlist by cell type <==
master	number	area (um2)
nor3_2	1	10.0
ha_1	1	12.5
inv_1	1	3.75
and3_1	1	6.26
xor2_1	3	26.3
xnor2_1	3	26.3
nand2_1	2	7.51
dfrtp_1	8	200
nor2_1	1	3.75
nand3_1	2	10.0
nand3_2	1	10.0
==> layout make-up <==
class                      instances  area [um2]
timing repair buffer              18         148
fill                             391        2870
multi-input combinational         15         113
sequential                         8         200
inverter                           1        3.75
clock buffer                       3        22.5
tap                               46        57.6
==> through the flow <==
step                      cell area, um2  hold WS, ns  power [uW]
after floorplan                      317      -0.0356         254
after global placement               472        0.459         261
after detailed placement             472        0.460         261
after CTS                            544        0.297         444
after global routing                 544        0.300         468
final                                544        0.290         439
==> metal layers <==
metal	global-route usage	vias up	part of all wire	wire [um]
met3	0.0295	0	0.19	149
met4	0.00176	0	0	0
met1	0.0372	106	0.49	384
li1	-	121	-	-
met5	0	-	0	0
met2	0.0281	11	0.31	242
==> repair_timing <==
| item | in CTS | in global routing |
|---|---|---|
| endpoints found under the setup margin | 8 | 0 |
| endpoints found under the hold margin | 0 | 0 |
| resized | 8 | 0 |
| buffers inserted | 8 | 0 |
==> power groups by stage <==
stage	logic (uW)	registers, uW	clock network (uW)
finish	7.30	249	182
global route	8.33	249	211
CTS	7.66	249	187
==> path summary, 6_finish.rpt <==
path | slack [ns] | cells past startpoint | startpoint | end
max | 0.16 | 1 | count[1]$_DFF_PN0_ | count[1]
min | 0.29 | 1 | rst | count[1]$_DFF_PN0_
max reg2reg | 0.18 | 5 | count[2]$_DFF_PN0_ | count[7]$_DFF_PN0_
min reg2reg | 0.53 | 2 | count[7]$_DFF_PN0_ | count[7]$_DFF_PN0_
max in group asynchronous | 0.75 | 1 | rst | count[4]$_DFF_PN0_
min in group clk0 | 0.53 | 2 | count[7]$_DFF_PN0_ | count[7]$_DFF_PN0_
Power and IR drop assume default switching activity.
